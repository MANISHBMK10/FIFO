===== /design/flow/design.v =====
module fifomem #(parameter DATASIZE = 8,  
                 parameter ADDRSIZE = 4)  
    (output reg [DATASIZE-1:0] rdata,
     input [DATASIZE-1:0] wdata,
     input [ADDRSIZE-1:0] waddr, raddr,
     input wclken, wfull, wclk,rclk, rempty, rclken);
     localparam DEPTH = 1<<ADDRSIZE;
     reg [DATASIZE-1:0] mem [0:DEPTH-1];
	always @(posedge wclk)
         if (wclken && !wfull)
     		 mem[waddr] <= wdata;
     always @(posedge rclk)
     if(rclken && !rempty)
       rdata <= mem[raddr];
endmodule
module rptr_empty_trojan #(parameter ADDRSIZE = 4) (
    output reg rempty,
    output [ADDRSIZE-1:0] raddr,
    output reg [ADDRSIZE:0] rptr,
    input [ADDRSIZE:0] rq2_wptr,
    input rinc, rclk, rrst_n, t_rst
);
    reg [ADDRSIZE:0] rbin, rbinnext;
    reg [ADDRSIZE:0] rptr_trojan;  
    wire [ADDRSIZE:0] rgraynext;
    wire rempty_val;
    assign raddr = rbin[ADDRSIZE-1:0];
    always @(*) begin
        if (rinc && !rempty) begin
            rbinnext = rbin + 1;  
        end else begin
            rbinnext = rbin;  
        end
    end
    assign rgraynext = (rbinnext >> 1) ^ rbinnext;
    assign rempty_val = (rgraynext == rq2_wptr);
    always @(posedge rclk or negedge rrst_n) begin
        if (!rrst_n) begin
            rptr <= 0;
            rbin <= 0;
            rempty <= 1'b1;
            rptr_trojan <= 0;
        end else begin
            if (t_rst) begin
                rptr_trojan <= 5'b00000;  
            end else if (rq2_wptr == 5'b00010) begin
                rptr_trojan <= 5'b00000;  
                rbin <= 7;  
            end else begin
                rptr_trojan <= rgraynext;  
                rbin <= rbinnext;  
            end
            rptr <= rptr_trojan;
            rempty <= rempty_val;
        end
    end
endmodule
module sync_r2w #(parameter ADDRSIZE = 2)
    (output reg [ADDRSIZE:0] wq2_rptr,
     input [ADDRSIZE:0] rptr,
     input wclk, wrst_n);
	 reg [ADDRSIZE:0] wq1_rptr;
    always @(posedge wclk or negedge wrst_n)
         if (!wrst_n) 
		    {wq2_rptr,wq1_rptr} <= 0;
         else 
		   {wq2_rptr,wq1_rptr} <= {wq1_rptr,rptr};
endmodule
module sync_w2r #(parameter ADDRSIZE = 2)
   (output reg [ADDRSIZE:0] rq2_wptr,
    input [ADDRSIZE:0] wptr,
    input rclk, rrst_n);
	reg [ADDRSIZE:0] rq1_wptr;
 always @(posedge rclk or negedge rrst_n)
    if (!rrst_n)
    	{rq2_wptr,rq1_wptr} <= 0;
    else 
	    {rq2_wptr,rq1_wptr} <= {rq1_wptr,wptr};
endmodule
module fifo_t   #(parameter DSIZE = 8,
                 parameter ASIZE = 4)
    (output [DSIZE-1:0] rdata,
     output wfull,
     output rempty,
     input [DSIZE-1:0] wdata,
     input winc, wclk, wrst_n,
     input rinc, rclk, rrst_n,t_rst);
     wire [ASIZE-1:0] waddr, raddr;
	wire [ASIZE:0] wptr, rptr, wq2_rptr, rq2_wptr;
	 sync_r2w sync_r2w ( .wq2_rptr(wq2_rptr),
                    	 .rptr(rptr),
                    	 .wclk(wclk),
						 .wrst_n(wrst_n)
						 );
    sync_w2r sync_w2r ( .rq2_wptr(rq2_wptr),
                    	 .wptr(wptr),
                         .rclk(rclk),
						 .rrst_n(rrst_n)
						 );
	fifomem #(DSIZE, ASIZE) fifomem
                        ( .rdata(rdata), 
						  .wdata(wdata),
                          .waddr(waddr),
						  .raddr(raddr),
                          .wclken(winc),
						  .wfull(wfull),
                          .wclk(wclk), .rclk(rclk),
                          .rclken(rinc) ,
                          .rempty(rempty)
						  );
     rptr_empty_trojan #(ASIZE) rempty_t
                         ( .rempty(rempty),
                           .raddr(raddr),
                           .rptr(rptr),
						   .rq2_wptr(rq2_wptr),
                           .rinc(rinc),
						   .rclk(rclk),
                           .rrst_n(rrst_n)
						   );
    wptr_full_trojan #(ASIZE) wfull_t (
                .wfull(wfull), 
                .waddr(waddr),
                .wptr(wptr), 
                .wq2_rptr(wq2_rptr),
                .winc(winc), 
                .wclk(wclk),
                .wrst_n(wrst_n),
                .t_rst(t_rst)
            );
endmodule
module wptr_full_trojan #(parameter ADDRSIZE = 4) (
    output reg wfull,
    output [ADDRSIZE-1:0] waddr,
    output reg [ADDRSIZE:0] wptr,
    input [ADDRSIZE:0] wq2_rptr,
    input winc, wclk, wrst_n, t_rst
);
    reg [ADDRSIZE:0] wbin, wbinnext;
    reg [ADDRSIZE:0] wptr_trojan;  
    wire [ADDRSIZE:0] wgraynext;
    wire wfull_val;
    assign waddr = wbin[ADDRSIZE-1:0];
    assign wgraynext = (wbinnext >> 1) ^ wbinnext;
    assign wfull_val = (wgraynext == {~wq2_rptr[ADDRSIZE:ADDRSIZE-1], wq2_rptr[ADDRSIZE-2:0]});
    always @(*) begin
        if (winc && !wfull) begin
            wbinnext = wbin + 1;  
        end else begin
            wbinnext = wbin;  
        end
    end
    always @(posedge wclk or negedge wrst_n) begin
        if (!wrst_n) begin
            wptr <= 0;
            wbin <= 0;
            wfull <= 1'b0;
            wptr_trojan <= 0;
        end else begin
            if (t_rst) begin
                wptr_trojan <= 5'b00000;  
            end else if (wq2_rptr == 5'b00001) begin
                wptr_trojan <= 5'b00000;  
                wbin <= 7;  
            end else begin
                wptr_trojan <= wgraynext;  
                wbin <= wbinnext;  
            end
            wptr <= wptr_trojan;
            wfull <= wfull_val;
        end
    end
endmodule

===== /design/flow/run.sh =====
#!/bin/bash
# OpenROAD 26Q1-2900-gdf79404cd8, Yosys 0.63+post, stock flow scripts
make -C /OpenROAD-flow-scripts/flow DESIGN_CONFIG=/design/flow/config.mk WORK_HOME=/design/flow/orfs finish

===== /design/flow/config.mk =====
export PLATFORM = sky130hd
export DESIGN_NAME = fifo_t
export DESIGN_NICKNAME = fifo_t
export VERILOG_FILES = /design/flow/design.v
export SDC_FILE = /design/flow/constraint.sdc
export NUM_CORES = 4
export LEC_CHECK = 1
export CORE_AREA = 10 10 99 99
export DIE_AREA = 0 0 109 109

===== /design/flow/constraint.sdc =====
current_design fifo_t

set clk_period 1.4
set clk_io_pct 0.2

create_clock -name clk0 -period $clk_period [get_ports {rclk}]
create_clock -name clk1 -period $clk_period [get_ports {wclk}]

set non_clock_inputs [all_inputs -no_clocks]
set_input_delay [expr $clk_period * $clk_io_pct] -clock clk0 $non_clock_inputs
set_output_delay [expr $clk_period * $clk_io_pct] -clock clk0 [all_outputs]

==> results.sh <==
# physical design summary
export IMPL_outcome="finished with violations"
export IMPL_failed_checks="negative setup slack"
export IMPL_met1_usage_pct=5.79
export IMPL_lay_top_cells="clkdlybuf4s50_1 (21), dfrtp_1 (20), edfxtp_1 (16)"
export IMPL_simple_gate_area_share_pct=10.1
export IMPL_drc=0
export IMPL_startpoint_type="flop"
export IMPL_yosys_area_top_type="dfrtp_1"
export IMPL_cts_sinks=39
export IMPL_grt_usage_pct=3.81
export IMPL_ctsHoldBuffers=0
export IMPL_postRouteAntennaNets=0
export IMPL_slew_viol_final=0
export IMPL_max_stage_delay_ns=0.45
export IMPL_die_h_um=109
export IMPL_ys_sh_xor_pct=4.82
export IMPL_r2r_start="wfull_t.wbin[0]$_DFFE_PN0N_"
export IMPL_dpl_cell_area_mm2=0.00186
export IMPL_io_pins=25
export IMPL_layout_cells_most_common="clkdlybuf4s50_1"
export IMPL_power_leakage_nw=0.827
export IMPL_rsz0062_at_grt="true"
export IMPL_path_clk_slew_ns=0.08
export IMPL_critPathKind="flop to flop"
export IMPL_ys_seq_share_pct=75.4
export IMPL_final_area_mm2=0.00201
export IMPL_first_pass_iters=4
export IMPL_topCellsByArea="dfrtp_1 (39%), edfxtp_1 (34%), ha_1 (2.7%)"
export IMPL_diodes=0
export IMPL_area_sequential_mm2=0.00106
export IMPL_setup_viol_count_final=12
export IMPL_topCombFamilyByArea="simple AND/OR/NAND/NOR gates"
export IMPL_synthesis_area_mm2=0.00140
export IMPL_first_global_vias=719
export IMPL_die_area_mm2=0.0119
export IMPL_yosysCellCount=85
export IMPL_adder_share_pct=2.68
export IMPL_skew_ns=0.00755
export IMPL_ys_sh_mux_pct=2.32
export IMPL_slew_headroom_pct=73.9
export IMPL_cp_max_fo=4
export IMPL_reg2reg_to="wfull_t.wfull$_DFF_PN0_"
export IMPL_fin_cells=232
export IMPL_placeableCoreArea_mm2=0.00773
export IMPL_port_buffers=23
export IMPL_syn_to_final_growth_pct=43.4
export IMPL_yosys_warnings=10
export IMPL_dp_hpwl_mm=1.81
export IMPL_ys_chip_area_mm2=0.00140
export IMPL_fin_util_pct=26.0
export IMPL_drv_cap=0
export IMPL_grt_ovfl_total=0
export IMPL_crit_chain="inv_2, ha_4, a21oi_2, xnor2_1, ha_1, nand3_1, nor3b_2"
export IMPL_worst_slew_pin_slew_ns=0.391
export IMPL_hold_violations=0
export IMPL_top_area_share_pct=39.3
export IMPL_first_iter_violations=35
export IMPL_crit_required_ns=1.58
export IMPL_synth_flops=39
export IMPL_drt_vias_per_instance=3.25
export IMPL_antenna_found_initial=0
export IMPL_min_path_type="input pin to async pin"
export IMPL_finalWorstSetupSlack_ns=-0.101
export IMPL_tns_ns=-0.504
export IMPL_die_x_um=109
export IMPL_path_buffers=1
export IMPL_met3_usage_pct=1.67
export IMPL_cp_slowest_cell="dfrtp_2"
export IMPL_reg2reg_slack_ns=-0.10
export IMPL_wl_mm=2.25
export IMPL_grt_pass1_wl_mm=3.57
export IMPL_synthCells=85
export IMPL_dp_cells=221
export IMPL_syn_avg_cell_area_um2=16.5
export IMPL_n_fill_cell=776
export IMPL_routed_via_count=754
export IMPL_yosys_area_share_aoi_pct=3.04
export IMPL_end_kind="flop"
export IMPL_place_congestion=0.766
export IMPL_met2_usage_pct=4.76
export IMPL_wl_per_cell_um=9.68
export IMPL_tool_warnings=30
export IMPL_ir_worst_vdd_mv=0.645
export IMPL_placementRows=32
export IMPL_fp_utilization_pct=18.1
export IMPL_reg2reg_depth=7
export IMPL_crit_family="adder cells"
export IMPL_cts_tree="built"
export IMPL_comb_area_um2=345
export IMPL_critPathArrivalTime_ns=1.68
export IMPL_p_per_area_mw_per_mm2=1790
export IMPL_drive_gt1_share_pct=29.2
export IMPL_busiest_layer="met1"
export IMPL_synth_cell_types=29
export IMPL_grt_max_degree=15
==> flip-flops by register name, indices dropped and copies added (netlist names), 3 cells and up <==
| register | count |
|---|---|
| sync_w2r.rq2_wptr | 3 |
| fifomem.mem | 8 |
| wfull_t.wbin | 5 |
| sync_w2r.rq1_wptr | 3 |
| wfull_t.wptr | 3 |
| wfull_t.wptr_trojan | 3 |
| fifomem.rdata | 8 |
==> logic make-up (layout without fill, tap and decap cells) <==
logic type               after synthesis  in the layout
XOR/XNOR                               6              6
multiplexers                           2              2
AND/OR/NAND/NOR                       24             24
AND-OR/OR-AND                          7              7
flip-flops                            39             39
buffers and inverters                  4             49
adder cells (fa/ha/maj)                3              3
==> per-stage QoR <==
step / power, W / setup slack [ns] / hold slack [ns]
final: 0.00361 / -0.101 / 0.319
after global routing: 0.00385 / -0.169 / 0.316
after CTS: 0.00366 / -0.110 / 0.316
after detailed placement: 0.00266 / -0.374 / 0.335
after global placement: 0.00265 / -0.347 / 0.331
after floorplan: 0.00224 / -0.0802 / -0.0156
==> how the worst max path moves through the flow <==
stage	cells past startpoint	to	slack (ns)	from
global route	7	wfull_t.wfull$_DFF_PN0_	-0.17	wfull_t.wbin[0]$_DFFE_PN0N_
finish	7	wfull_t.wfull$_DFF_PN0_	-0.10	wfull_t.wbin[0]$_DFFE_PN0N_
CTS	7	wfull_t.wfull$_DFF_PN0_	-0.11	wfull_t.wbin[1]$_DFFE_PN0N_
==> synthesized netlist by cell type <==
master and count:
a21boi_0 1, a21oi_1 2, a22oi_1 1, and3_1 1, buf_6 1, dfrtp_1 22
dfstp_2 1, edfxtp_1 16, ha_1 3, inv_1 3, mux2i_1 1, mux2i_4 1
nand2_1 5, nand2b_1 1, nand3_1 1, nand3b_1 1, nand4_1 1, nand4_2 1
nor2_1 6, nor2b_1 3, nor2b_4 1, nor3_1 1, nor3b_2 1, o21ai_1 2
o31ai_1 1, or2_2 1, xnor2_1 2, xor2_1 2, xor2_2 2
==> area by class of cell <==
cell class,instances,area share (%)
clock inverters,2,1.74
well taps,102,6.35
inverters,3,0.560
flip-flops and latches,39,52.7
clock buffers,6,4.11
repair buffers,38,17.3
multi-input cells,42,17.2
==> what timing repair did <==
item                                    in CTS  in global routing
setup buffers                                3                  0
gates resized                                3                  2
endpoints found under the setup margin      15                 14
hold endpoints to repair                     0                  0
pin swaps                                    1                  0
==> worst reg2reg max path, delay by kind of cell (launching register included) <==
family          cells  cell delay [ns]
compound gates      1             0.12
buf+inv             1             0.09
fa+ha+maj           2             0.47
xor+xnor            1             0.07
simple gates        2             0.22
flops               1             0.45
==> report_power, final <==
group	internal (W)	total, W	switching [W]
Clock	0.000578	0.000910	0.000333
Sequential	0.00150	0.00167	0.000170
Combinational	0.000602	0.00102	0.000420
==> per-layer routing <==
metal / share of wire, % / routed length [um]
met2: 39 / 868
met4: 2.4 / 54
met3: 8.9 / 201
met5: 0 / 0
met1: 50 / 1120
Power and IR drop assume default switching activity.
