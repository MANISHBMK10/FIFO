==> flow/design.v <==
module ActivationUnit (
    output reg [7:0] data_out,
    input clk,
    input rst,
    input [7:0] data_in
);
always @(posedge clk or posedge rst) begin
    if (rst) 
    data_out <=0;
    else if (data_in >= 10) begin
        data_out <= data_in;
    end 
    else begin
        data_out <= 8'b00000000;   
    end
end
endmodule
==> flow/run.sh <==
#!/bin/bash
# OpenROAD 26Q1-2900-gdf79404cd8, Yosys 0.63+post, stock flow scripts
make -C /OpenROAD-flow-scripts/flow DESIGN_CONFIG=/design/flow/config.mk WORK_HOME=/design/flow/orfs finish
==> flow/config.mk <==
export PLATFORM = sky130hd
export DESIGN_NAME = ActivationUnit
export DESIGN_NICKNAME = ActivationUnit
export VERILOG_FILES = /design/flow/design.v
export SDC_FILE = /design/flow/constraint.sdc
export NUM_CORES = 4
export LEC_CHECK = 1
export CORE_AREA = 10 10 70 70
export DIE_AREA = 0 0 80 80
==> flow/constraint.sdc <==
current_design ActivationUnit

set clk_period 1.0
set clk_io_pct 0.2

create_clock -name clk0 -period $clk_period [get_ports {clk}]

set non_clock_inputs [all_inputs -no_clocks]
set_input_delay [expr $clk_period * $clk_io_pct] -clock clk0 $non_clock_inputs
set_output_delay [expr $clk_period * $clk_io_pct] -clock clk0 [all_outputs]
==> flow_metrics.py <==
# Synthesis and PnR figures
metrics = {
    "floorplan": {
        "placementRows": 21,
        "fp.coreArea_um2": 3420,
        "initial_core_util_pct": 8.06,
        "die_height_um": 80,
        "num_io_pins": 18,
        "die_area_um2": 6400,
        "fp.dieW_um": 80,
    },
    "pwr": {
        "finalPower_mw": 0.647,
        "switchingPower_mw": 0.121,
        "p_int_mw": 0.526,
        "combPwrFrac_pct": 11.2,
        "peakVddDrop_v": 0.000478,
        "pwr-share-clk_pct": 35.3,
        "p_leak_nw": 0.199,
        "power_density_nw_per_um2": 1400,
        "p_seq_share_pct": 53.5,
        "p_sw_share_pct": 18.7,
    },
    "critical_path": {
        "path_class": "primary input to flip-flop",
        "slowest_delay_ns": 0.56,
        "critPathRequiredTime_ns": 1.13,
        "arrival_ns": 1.11,
        "path_max_fanout": 4,
        "endpoint_kind": "flip-flop",
        "crit_slowest_cell": "or4_4",
        "path_cells": "buf_6 > or4_4 > o31a_1",
        "critPathLaunchType": "primary input",
    },
    "cts": {
        "cts_setup_buffers": 0,
        "cts_tree": "done",
        "cts.sinks": 8,
        "htreeDepth": 1,
        "cts-buffers-inserted": 3,
        "ctsHoldBuffers": 0,
        "ctsLongestPathBuffers": 2,
        "cts_root_buffer": "clkbuf_4",
        "clkTransAtPathRegs_ns": 0.05,
    },
    "route": {
        "antenna_left": 0,
        "routedWlPerCell_um": 8.94,
        "viasPerCell": 2.42,
        "vias": 196,
        "drcViolationCount": 0,
        "n_antenna_cell": 0,
        "drt_iter0_drc": 0,
        "wl_um": 724,
        "drt-pass1-iter-count": 1,
    },
    "run": {
        "max_cap_violations": 0,
        "warnings": 27,
    },
    "logic_synthesis": {
        "ys_cells": 19,
        "synthCells": 19,
        "ys_seq_elements": 8,
        "ys_seq_share_pct": 72.7,
        "yosysWarnings": 1,
        "synth.distinct_cells": 7,
        "synth_area_per_cell_um2": 14.5,
        "synth_area_um2": 275,
        "synth_chip_area_um2": 275,
    },
    "grt": {
        "grt_overflow": 0,
        "antenna_found_initial": 0,
        "grt_pass1_wl_um": 1120,
        "grt_max_degree": 9,
        "grtUsageTotal_pct": 2.40,
        "grt_pass1_vias": 215,
    },
    "timing": {
        "hold_viol": 0,
        "slew_viol_final": 0,
        "tightest_slew_ns": 0.305,
        "max-slew-margin-rel_pct": 79.7,
        "setup_violations": 0,
        "finalWorstSetupSlack_ns": 0.0160,
        "period_used_pct": 98.4,
        "fmax_mhz": 1020,
        "fin_crit_ns": 0.984,
        "rsz0062_at_grt": "no",
        "hold_ws_ns": 0.0615,
    },
    "cells_and_area": {
        "fillers": 390,
        "largest_register_ffs": 8,
        "drive_gt1_share_pct": 42.9,
        "area_delta_synth_final_pct": 67.7,
        "top_register": "data_out",
        "postLayoutCellArea_um2": 462,
        "top_regs": "data_out (8)",
        "post_layout_nonfiller_instances": 81,
    },
    "placement": {
        "place_ws_ns": -0.584,
        "globalplace.congestion": 0.808,
        "placedCellCount": 78,
        "postPlaceCellArea_um2": 482,
        "io_buffer_count": 17,
    },
    "run_status": {
        "status": "finished clean",
    },
    "hold_path": {
        "hold_path_class": "primary input to flip-flop",
    },
}
power by group through the flow:
stage / logic [mW] / registers, mW / clock network [mW]
finish: 0.0727 / 0.346 / 0.229
CTS: 0.0805 / 0.346 / 0.236
global route: 0.0812 / 0.347 / 0.263
cell type report:
cell class                      instances  area [um^2]  share of cell area (%)
Inverter                                1         3.75                   0.813
Clock buffer                            3         22.5                    4.88
Timing Repair Buffer                   17          128                    27.6
Sequential cell                         8          200                    43.4
Multi-Input combinational cell          6         50.0                    10.8
Tap cell                               46         57.6                    12.5
synth_stat cells (all sizes together):
cell type	instances	area, um^2
dfrtp	8	200
o21a	4	30.0
clkbuf	3	11.3
dlygate4sd3	1	10.0
inv	1	3.75
o31a	1	8.76
or4	1	11.3
cells in the final DEF (no fill, tap or decap):
cell type	instances
o31a_1	1
dfrtp_1	8
inv_1	1
buf_6	2
clkbuf_4	3
clkbuf_2	6
clkdlybuf4s15_1	1
buf_2	3
or4_4	1
clkdlybuf4s50_1	5
o21a_1	4
routing by layer:
metal	up-vias	wire length [um]	global-route usage [%]
met1	85	416	3.39
met2	18	195	2.57
met4	0	0	0.176
met5	-	0	0
li1	93	-	-
met3	0	112	2.27
worst paths after layout:
path,end,from,cells past startpoint
min in group asynchronous,data_out[3]$_DFF_PP0_,rst,2
worst min-delay path,data_out[7]$_DFF_PP0_,data_in[7],1
worst max-delay path,data_out[3]$_DFF_PP0_,data_in[7],3
max in group asynchronous,data_out[7]$_DFF_PP0_,rst,2
through the flow:
| step | utilization, % | setup TNS, ns |
|---|---|---|
| final | 13.5 | 0 |
| after global routing | 13.5 | 0 |
| after CTS | 14.4 | -0.0186 |
| after floorplan | - | -0.202 |
| after detailed placement | 14.1 | -2.16 |
| after global placement | 14.1 | -2.13 |
cell families (layout without fill, tap and decap cells):
group | count (synthesis) | count (layout) | share of synthesized area (%)
flops | 8 | 8 | 72.7
simple gates | 1 | 1 | 4.09
compound gates | 5 | 5 | 14.1
buf+inv | 5 | 21 | 9.09
worst max-delay path, delay by kind of cell:
kind / cells / cell delay [ns]
simple gates: 1 / 0.56
compound gates: 1 / 0.26
buf+inv: 1 / 0.09
what timing repair did:
| item | 4_1_cts | 5_1_grt |
|---|---|---|
| pin swaps | 2 | 2 |
| resized | 33 | 8 |
| cloned | 0 | 0 |
| setup endpoints to repair | 12 | 7 |
Power figures rest on the tool's default switching activity, not on a simulated workload.
