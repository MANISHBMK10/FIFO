[./design.v]
module fifomem #(parameter DATASIZE = 8,  
                 parameter ADDRSIZE = 4)  
    (output reg [DATASIZE-1:0] rdata,
     input [DATASIZE-1:0] wdata,
     input [ADDRSIZE-1:0] waddr, raddr,
     input wclken, wfull, wclk,rclk, rempty, rclken);
     localparam DEPTH = 1<<ADDRSIZE;
     reg [DATASIZE-1:0] mem [0:DEPTH-1];
	always @(posedge wclk)
         if (wclken && !wfull)
     		 mem[waddr] <= wdata;
     always @(posedge rclk)
     if(rclken && !rempty)
       rdata <= mem[raddr];
endmodule
module rptr_empty #(parameter ADDRSIZE = 4)
   (output reg rempty,
    output [ADDRSIZE-1:0] raddr,
    output reg [ADDRSIZE :0] rptr,
    input [ADDRSIZE :0] rq2_wptr,
    input rinc, rclk, rrst_n);
    reg [ADDRSIZE:0] rbin;
    wire [ADDRSIZE:0] rgraynext, rbinnext;
    wire 	      rempty_val;
   always @(posedge rclk or negedge rrst_n)
        if (!rrst_n)
    	    {rbin, rptr} <= 0;
        else
     		{rbin, rptr} <= {rbinnext, rgraynext};
    assign raddr = rbin[ADDRSIZE-1:0];
    assign rbinnext = rbin + (rinc & ~rempty);
    assign rgraynext = (rbinnext>>1) ^ rbinnext;
    assign rempty_val = (rgraynext == rq2_wptr);
    always @(posedge rclk or negedge rrst_n)
        if (!rrst_n) 
		    rempty <= 1'b1;
        else 
		    rempty <= rempty_val;
endmodule
module sync_r2w #(parameter ADDRSIZE = 2)
    (output reg [ADDRSIZE:0] wq2_rptr,
     input [ADDRSIZE:0] rptr,
     input wclk, wrst_n);
	 reg [ADDRSIZE:0] wq1_rptr;
    always @(posedge wclk or negedge wrst_n)
         if (!wrst_n) 
		    {wq2_rptr,wq1_rptr} <= 0;
         else 
		   {wq2_rptr,wq1_rptr} <= {wq1_rptr,rptr};
endmodule
module sync_w2r #(parameter ADDRSIZE = 2)
   (output reg [ADDRSIZE:0] rq2_wptr,
    input [ADDRSIZE:0] wptr,
    input rclk, rrst_n);
	reg [ADDRSIZE:0] rq1_wptr;
 always @(posedge rclk or negedge rrst_n)
    if (!rrst_n)
    	{rq2_wptr,rq1_wptr} <= 0;
    else 
	    {rq2_wptr,rq1_wptr} <= {rq1_wptr,wptr};
endmodule
module fifo1   #(parameter DSIZE = 8,
                 parameter ASIZE = 4)
    (output [DSIZE-1:0] rdata,
     output wfull,
     output rempty,
     input [DSIZE-1:0] wdata,
     input winc, wclk, wrst_n,
     input rinc, rclk, rrst_n);
     wire [ASIZE-1:0] waddr, raddr;
	wire [ASIZE:0] wptr, rptr, wq2_rptr, rq2_wptr;
	 sync_r2w sync_r2w ( .wq2_rptr(wq2_rptr),
                    	 .rptr(rptr),
                    	 .wclk(wclk),
						 .wrst_n(wrst_n)
						 );
     sync_w2r sync_w2r ( .rq2_wptr(rq2_wptr),
                    	 .wptr(wptr),
                         .rclk(rclk),
						 .rrst_n(rrst_n)
						 );
	fifomem #(DSIZE, ASIZE) fifomem
                        ( .rdata(rdata), 
						  .wdata(wdata),
                          .waddr(waddr),
						  .raddr(raddr),
                          .wclken(winc),
						  .wfull(wfull),
                          .wclk(wclk), .rclk(rclk),
                          .rclken(rinc) ,
                          .rempty(rempty)
						  );
     rptr_empty #(ASIZE) rptr_empty
                         ( .rempty(rempty),
                           .raddr(raddr),
                           .rptr(rptr),
						   .rq2_wptr(rq2_wptr),
                           .rinc(rinc),
						   .rclk(rclk),
                           .rrst_n(rrst_n)
						   );
     wptr_full #(ASIZE) wptr_full
                         (.wfull(wfull),
  						  .waddr(waddr),
                          .wptr(wptr),
						  .wq2_rptr(wq2_rptr),
                          .winc(winc), 
						  .wclk(wclk),
                          .wrst_n(wrst_n)
						  );
endmodule
module wptr_full #(parameter ADDRSIZE = 2)
   (output reg wfull,
    output [ADDRSIZE-1:0] waddr,
    output reg [ADDRSIZE :0] wptr,
    input [ADDRSIZE :0] wq2_rptr,
    input winc, wclk, wrst_n);
   reg [ADDRSIZE:0] wbin;
   wire [ADDRSIZE:0] wgraynext, wbinnext,wfull_val;
   always @(posedge wclk or negedge wrst_n)
     if (!wrst_n) 
       {wbin, wptr} <= 0;
     else
       {wbin, wptr} <= {wbinnext, wgraynext};
   assign waddr = wbin[ADDRSIZE-1:0];
   assign wbinnext = wbin + (winc & ~wfull);
   assign wgraynext = (wbinnext>>1) ^ wbinnext;
    assign wfull_val = (wgraynext=={~wq2_rptr[ADDRSIZE:ADDRSIZE-1],
				    wq2_rptr[ADDRSIZE-2:0]});
   always @(posedge wclk or negedge wrst_n)
     if (!wrst_n)
       wfull <= 1'b0;
     else
       wfull <= wfull_val;
endmodule
[./run.sh]
#!/bin/bash
# OpenROAD 26Q1-2900-gdf79404cd8, Yosys 0.63+post, stock flow scripts
make -C /OpenROAD-flow-scripts/flow DESIGN_CONFIG=/design/flow/config.mk WORK_HOME=/design/flow/orfs finish
[./config.mk]
export PLATFORM = sky130hd
export DESIGN_NAME = fifo1
export DESIGN_NICKNAME = fifo1
export VERILOG_FILES = /design/flow/design.v
export SDC_FILE = /design/flow/constraint.sdc
export NUM_CORES = 4
export LEC_CHECK = 1
export CORE_UTILIZATION = 40
[./constraint.sdc]
current_design fifo1

set clk_period 5.7
set clk_io_pct 0.2

create_clock -name clk0 -period $clk_period [get_ports {rclk}]
create_clock -name clk1 -period $clk_period [get_ports {wclk}]

set non_clock_inputs [all_inputs -no_clocks]
set_input_delay [expr $clk_period * $clk_io_pct] -clock clk0 $non_clock_inputs
set_output_delay [expr $clk_period * $clk_io_pct] -clock clk0 [all_outputs]
==> flow_summary_export.csv <==
group,metric,value,unit
outcome,status,"complete, no violations",
logic_synthesis,ys_cells,306,
cts,cts.sinks,166,
floorplan,core_area,15300,um^2
floorplan,rows,45,
hold_path,min_from,"rptr_empty.rptr[2]",
floorplan,die-area,16300,um^2
logic_synthesis,synthCells,306,
power,power_density,540,nW/um^2
hold_path,hold_depth,0,
critical_path,endpoint_kind,"register",
grt,grt_use_total,16.2,%
grt,grt_max_degree,35,
critical_path,worst_path_largest_cell_delay,0.62,ns
flow_run,max_cap_viol_count,0,
flow_run,tool_warnings,26,
critical_path,r2r_slack,3.37,ns
grt,antenna_found_initial,0,
critical_path,startpoint_type,"input pin",
detailed_routing,n_antenna_cell,0,
logic_synthesis,numSynthFlops,166,
sta,max-slew-margin-rel,42.8,%
sta,drv_slew,0,
detailed_routing,viasPerCell,5.12,
placement,dpl.hpwl,7.08,mm
cts,post_cts_resized,0,
grt,grt_pass1_vias,3240,
cells_and_area,areaGrowthSynthToFinish,19.8,%
logic_synthesis,syn_area,6330,um^2
detailed_routing,final_antenna_net_count,0,
cts,cts_setup_buffers,0,
sta,setup_viol,0,
sta,setup_tns,0,ns
detailed_routing,drtIter0Drc,212,
cts,cts_tree,"yes",
floorplan,die-width,128,um
floorplan,ios,24,
logic_synthesis,syn_area_per_cell,20.7,um^2
detailed_routing,dr.pass1.iters,6,
cts,clkTransAtPathRegs,0.06,ns
critical_path,required,5.90,ns
cts,hold_buffers,0,
logic_synthesis,synthDistinctLibCells,36,
placement,portBuffers,22,
power,power,4.09,mW
critical_path,r2r_start,"rptr_empty.rempty",
power,ir_drop,0.224,mV
hold_path,hp-class,"register to register",
logic_synthesis,yosys-stat-area,6330,um^2
floorplan,dieHeight,128,um
critical_path,r2r_cells,7,
grt,grt_overflow,0,
critical_path,rr_endpoint,"rptr_empty.rempty",
detailed_routing,wire_per_inst,19.8,um
power,power_leakage,2.62,nW
cells_and_area,drive_gt1_share,20.8,%
logic_synthesis,ys_warn_count,9,
logic_synthesis,ys_seq_share,76.4,%
critical_path,crit_fanout,9,
sta,hold_violations,0,
placement,gp_congestion,0.772,
floorplan,initial_utilization,41.3,%
critical_path,worstPathArrival,3.51,ns
hold_path,whs_endpoint,"sync_r2w.wq1_rptr[2]",
sta,fin_skew,0.00724,ns
critical_path,crit_type,"input pin to register",
sta,rsz0062_at_grt,"false",
grt,grt_pass1_wl,17.8,mm
detailed_routing,wirelength,11.4,mm
critical_path,cp_slowest_cell,"nor2b_1",
detailed_routing,remaining_drc_errors,0,
critical_path,path_cells,"clkdlybuf4s50_1, nor2b_1, ha_1, ha_1, xor2_2, xor2_2, xnor2_1, o211a_1",
detailed_routing,via_count,2956,
cells_and_area,fin_util,49.5,%
sta,tightest_slew,0.854,ns
==> cell usage after synthesis <==
library cell  instances  share of area [%]
o21ai_0               2               0.16
nor2_1               14               0.83
nor2b_1               5               0.49
buf_4                 1               0.12
nand2_1              10               0.59
buf_1                 1              0.059
o32ai_1               1               0.14
buf_2                 5               0.40
nand3_1               4               0.32
nor3_1                4               0.32
or3b_1                1               0.14
and2b_1               1               0.12
xor2_2                3               0.77
or3b_2                1               0.14
mux4_2               20                7.1
dfstp_2               1               0.42
ha_1                  4               0.79
nand2b_1              3               0.30
mux4_1               12                5.0
edfxtp_1            136                 65
xor2_1                8                1.1
xnor2_1               7               0.97
buf_6                 3               0.53
a22oi_1              16                1.9
and3_1                1              0.099
nor3b_1               1               0.12
nand3b_1              2               0.24
dfrtp_1              29                 11
or3_1                 1              0.099
a31oi_1               1              0.099
clkbuf_1              3               0.18
inv_1                 1              0.059
o211a_1               1               0.16
nor4_1                1              0.099
and2_1                1              0.099
a21oi_1               1              0.079
==> cell families (layout without fill, tap and decap cells) <==
logic type	Yosys count	count (layout)	share of synthesized area (%)
flops	166	166	76.4
simple gates	50	50	3.99
mux	32	32	12.1
compound gates	22	22	2.53
xor+xnor	18	18	2.85
buf+inv	14	74	1.34
fa+ha+maj	4	4	0.791
==> critical path: cells and delay by family <==
family / cells / cell delay, ns
buffers and inverters: 1 / 0.44
adders and majority gates: 2 / 0.56
xor gates and xnor gates: 3 / 0.60
AOI/OAI and AO/OA: 1 / 0.16
and+or+nand+nor: 1 / 0.62
==> per-stage QoR <==
step                std cells  instance area [um^2]  hold slack, ns  worst slack [ns]
global placement          541                  6850           0.333              2.18
finish                    577                  7580           0.221              2.39
CTS                       577                  7580           0.221              2.37
detailed placement        541                  6850           0.335              2.10
global route              577                  7580           0.217              2.22
floorplan                 306                  6330           0.331              2.82
==> layout by cell type (no fill, tap or decap), drive strengths merged <==
master,count
a31oi,1
clkinv,2
nand3,4
ha,4
nor4,1
xor2,11
o32ai,1
buf,15
dfrtp,29
xnor2,7
edfxtp,136
mux4,32
nor3,4
nor2,14
or3b,2
clkbuf,21
inv,7
clkdlybuf4s50,22
o211a,1
bufinv,5
nor3b,1
clkinvlp,2
o21ai,2
nand3b,2
or3,1
and2b,1
a21oi,1
nand2,10
nand2b,3
dfstp,1
a22oi,16
nor2b,5
and3,1
and2,1
==> state kept, by name, indices dropped and copies added (netlist names), 5 cells and up <==
register         flops
fifomem.mem        128
fifomem.rdata        8
rptr_empty.rbin      5
wptr_full.wbin       5
==> layer usage <==
metal  GRT usage (%)  vias to the layer above  share of wire [%]
met3            8.33                       14                9.2
met5               0                        -                  0
met1            23.5                     1497                 41
li1                -                     1328                  -
met4            2.91                        0                2.0
met2            24.3                      117                 47
==> cell type report <==
type                       instances  area, um^2
clock inverter                    15         234
inverter                           1        3.75
sequential                       166        4840
timing repair buffer              37         333
tap                              211         264
fill                            1208        7730
clock buffer                      21         504
multi-input combinational        126        1410
==> report_power, final <==
group | internal [mW] | switching (mW) | total (mW) | leakage, nW
Combinational | 0.487 | 0.546 | 1.03 | 0.681
Clock | 0.881 | 0.477 | 1.36 | 0.357
Sequential | 1.58 | 0.120 | 1.70 | 1.59
==> how the worst max path moves through the flow <==
stage	start	to	cells past startpoint	slack, ns
CTS	rinc	rptr_empty.rempty	8	2.37
global route	rinc	rptr_empty.rempty	8	2.22
finish	rinc	rptr_empty.rempty	8	2.39
Power and IR drop assume default switching activity.
